## ./run.sh

```bash
#!/bin/bash
# OpenROAD 26Q1-2900-gdf79404cd8, Yosys 0.63+post, stock flow scripts
make -C /OpenROAD-flow-scripts/flow DESIGN_CONFIG=/design/flow/config.mk WORK_HOME=/design/flow/orfs finish
```

## ./config.mk

```make
export PLATFORM = sky130hd
export DESIGN_NAME = uart_tx
export DESIGN_NICKNAME = uart_tx
export VERILOG_FILES = /design/flow/design.v
export SDC_FILE = /design/flow/constraint.sdc
export NUM_CORES = 4
export LEC_CHECK = 1
export CORE_AREA = 10 10 101 101
export DIE_AREA = 0 0 111 111
```

## ./constraint.sdc

```tcl
current_design uart_tx

set clk_period 3.6
set clk_io_pct 0.2

create_clock -name clk0 -period $clk_period [get_ports {i_clk}]

set non_clock_inputs [all_inputs -no_clocks]
set_input_delay [expr $clk_period * $clk_io_pct] -clock clk0 $non_clock_inputs
set_output_delay [expr $clk_period * $clk_io_pct] -clock clk0 [all_outputs]
```

## ./design.v

```verilog
module uart_tx #(
    parameter CLKS_PER_BIT = 5208
) (
    input  wire        i_clk,
    input  wire        i_rst,
    input  wire [7:0]  i_tx_data,
    input  wire        i_tx_start,
    output wire        o_tx_serial,
    output wire        o_tx_busy
);
    localparam STATE_IDLE      = 2'b00;
    localparam STATE_START_BIT = 2'b01;
    localparam STATE_DATA_BITS = 2'b10;
    localparam STATE_STOP_BIT  = 2'b11;
    reg [1:0]  r_state;
    reg [15:0] r_clk_counter;
    reg [2:0]  r_bit_index;
    reg [9:0]  r_tx_shift_reg;
    always @(posedge i_clk or posedge i_rst) begin
        if (i_rst) begin
            r_state       <= STATE_IDLE;
            r_clk_counter <= 0;
            r_bit_index   <= 0;
        end else begin
            case (r_state)
                STATE_IDLE: begin
                    if (i_tx_start) begin
                        r_state       <= STATE_START_BIT;
                        r_clk_counter <= 0;
                        r_tx_shift_reg <= {1'b1, i_tx_data, 1'b0};  
                    end else begin
                        r_clk_counter <= 0;
                    end
                end
                STATE_START_BIT: begin
                    if (r_clk_counter < CLKS_PER_BIT - 1) begin
                        r_clk_counter <= r_clk_counter + 1;
                    end else begin
                        r_clk_counter <= 0;
                        r_state     <= STATE_DATA_BITS;
                        r_bit_index <= 0;
                        r_tx_shift_reg <= r_tx_shift_reg >> 1;  
                    end
                end
                STATE_DATA_BITS: begin
                    if (r_clk_counter < CLKS_PER_BIT - 1) begin
                        r_clk_counter <= r_clk_counter + 1;
                    end else begin
                        r_clk_counter <= 0;
                        r_tx_shift_reg <= r_tx_shift_reg >> 1;  
                        if (r_bit_index < 7) begin
                            r_bit_index <= r_bit_index + 1;
                        end else begin
                            r_state <= STATE_STOP_BIT;
                        end
                    end
                end
                STATE_STOP_BIT: begin
                    if (r_clk_counter < CLKS_PER_BIT - 1) begin
                        r_clk_counter <= r_clk_counter + 1;
                    end else begin
                        r_clk_counter <= 0;
                        r_state <= STATE_IDLE;
                    end
                end
                default: r_state <= STATE_IDLE;
            endcase
        end
    end
    assign o_tx_serial = (r_state == STATE_IDLE) ? 1'b1 : r_tx_shift_reg[0];
    assign o_tx_busy   = (r_state != STATE_IDLE);
endmodule
module uart_rx #(
    parameter CLKS_PER_BIT = 5208
) (
    input  wire        i_clk,
    input  wire        i_rst,
    input  wire        i_rx_serial,
    output reg  [7:0]  o_rx_data,
    output reg         o_rx_dv  
);
    localparam STATE_IDLE      = 2'b00;
    localparam STATE_START_BIT = 2'b01;
    localparam STATE_DATA_BITS = 2'b10;
    localparam STATE_STOP_BIT  = 2'b11;
    reg [1:0]  r_state;
    reg [15:0] r_clk_counter;
    reg [2:0]  r_bit_index;
    reg [7:0]  r_rx_shift_reg;
    always @(posedge i_clk or posedge i_rst) begin
        if (i_rst) begin
            r_state       <= STATE_IDLE;
            r_clk_counter <= 0;
            o_rx_dv       <= 1'b0;
        end else begin
            o_rx_dv <= 1'b0;
            case (r_state)
                STATE_IDLE: begin
                    if (i_rx_serial == 1'b0) begin
                        r_state       <= STATE_START_BIT;
                        r_clk_counter <= 0;
                    end
                end
                STATE_START_BIT: begin
                    if (r_clk_counter == (CLKS_PER_BIT / 2)) begin
                        if (i_rx_serial == 1'b0) begin
                            r_state       <= STATE_DATA_BITS;
                            r_clk_counter <= 0;
                            r_bit_index   <= 0;
                        end else begin
                            r_state <= STATE_IDLE;
                        end
                    end else begin
                        r_clk_counter <= r_clk_counter + 1;
                    end
                end
                STATE_DATA_BITS: begin
                    if (r_clk_counter >= CLKS_PER_BIT - 1) begin
                        r_clk_counter <= 0;
                        r_rx_shift_reg <= {i_rx_serial, r_rx_shift_reg[7:1]};
                        if (r_bit_index == 7) begin
                            r_state <= STATE_STOP_BIT;
                        end else begin
                            r_bit_index <= r_bit_index + 1;
                        end
                    end else begin
                        r_clk_counter <= r_clk_counter + 1;
                    end
                end
                STATE_STOP_BIT: begin
                    if (r_clk_counter >= CLKS_PER_BIT - 1) begin
                        if (i_rx_serial == 1'b1) begin
                            o_rx_data <= r_rx_shift_reg;
                            o_rx_dv   <= 1'b1;  
                        end
                        r_state <= STATE_IDLE;
                    end else begin
                        r_clk_counter <= r_clk_counter + 1;
                    end
                end
                default: r_state <= STATE_IDLE;
            endcase
        end
    end
endmodule
```

==> run notes <==
Implementation results are summarized by area below.

Route
The post-detailed-route DRC marker count is 0. After detailed routing, the number of vias per cell comes to 4.19. The routed wirelength normalized by instance count is 10.9 um. The routed design ends up with an antenna cell count of 0. For this block, the via count after detailed routing is 1139. The number of search-and-repair iterations in the first detailed-routing pass is 6. The initial detailed-routing violation count is 32.

The detailed router reported a total wirelength of 2.97 mm. Once detail routing completed, the nets flagged for antenna violations numbered 0.

Worst setup path
Along the worst path, the maximum fanout reaches 5. The worst-case register-to-register setup slack is 1.43 ns. The terminus of the critical flop-to-flop path is r_tx_shift_reg[7]$_DFFE_PP_. The type of origin of the critical path is a register. The startpoint of the worst-slack reg-to-reg timing path is r_state[1]$_DFFE_PP0P_.

The OpenROAD report gives the critical path a required time of approximately 2.9 ns. STA classifies the critical path endpoint as an output port. Looking at the setup timing report, the critical path kind is reg -> out. The path depth of the worst reg2reg path is 5. The arrival time at the worst endpoint is around 1.7 ns. The first element of the critical path is r_state[1]$_DFFE_PP0P_. The end of the critical path is o_tx_serial.

Clock tree
The clock latency on the worst-skew pair is 0.28 ns. TritonCTS built the clock tree. For reference, the clock transition at the flip-flops on the worst setup and hold paths is 0.07 ns.

The buffer depth of the longest clock path is 2. Counting every sink on the clock net gives 31. The number of setup buffers added after CTS is 0.

The buffer type at the clock tree root is sky130_fd_sc_hd__clkbuf_8. The number of hold-repair buffers added at the cts stage is 0. In this run, post-CTS repair resized a total of 0 instances.

TritonCTS created 5 clock buffers. The count of H-tree levels built during CTS is 2.

STA
The worst pin sits at a relative slew slack of 0.608. The count of final hold-check violations is 0. The number of pins exceeding their max-slew limit in the final report is 0.

The final worst setup slack is 1.16 ns. The time the final worst path needs with I/O delays and setup is 2.44 ns. For the pin with the worst max-slew slack, the measured transition is 0.587 ns. The total of endpoints with negative setup slack in the final report is 0. The period utilization is 0.679. The total negative slack for setup checks is 0 ns. Clock skew on the completed layout was measured at 0.0107 ns. The maximum clock frequency is ~410 MHz. Setup repair after global routing left no endpoint under its margin.

Synthesis
The summed instance area of the synthesized netlist is 0.00163 mm^2. The number of synthesized flops with an enable pin is 10. Counting flops and latches in the post-synthesis netlist gives 31. The number of distinct library cells after synthesis is 39. By area the synthesized netlist is led by sky130_fd_sc_hd__dfrtp_1 32%, sky130_fd_sc_hd__edfxtp_1 18%, sky130_fd_sc_hd__mux2_2 5.5%, sky130_fd_sc_hd__ha_1 4.6%, sky130_fd_sc_hd__nor2_1 3.9%. The sequential element share of the synthesized area is 0.508.

Of the combinational cells, the family taking the most area is simple AND/OR/NAND/NOR gates. The compound-cell area share of the yosys netlist is 0.135. The area figure in the yosys stat output is approximately 0.0016 mm^2.

The number of instances in the synthesized netlist is 148. Per the synth stats, the flop cell with the highest instance count is sky130_fd_sc_hd__dfrtp_1. The library cell with the largest summed area after synthesis is sky130_fd_sc_hd__dfrtp_1. Per the synthesis report, the adder-cell share of the synthesized area is 0.0462. Yosys reports the multiplexer fraction of the synthesized area as 0.0554. The post-synthesis share of cell area spent on and, or, nand and nor gates is 0.160.

The async set-reset flop share out of synthesis is 0.677. The area share of the largest cell type after synthesis is 0.323. In this run, the synthesized area fraction spent on xor and xnor cells is recorded as 0.0539.

For this run, the number of Yosys warnings is 1. The number of cells in Yosys stat is 148. The mean post-synth cell area is roughly 11 um^2.

Final layout
The area growth from synthesis to layout is 21.2%. The register with the most flip-flops in the layout has 16 of them. In the final layout, the share of cells above drive strength 1 is 0.144.

Leaving out fill and tap cells, the most frequent cell in the layout is sky130_fd_sc_hd__dfrtp_1. In the layout the commonest cells are 21 x sky130_fd_sc_hd__dfrtp_1, 17 x sky130_fd_sc_hd__nor2_1, 12 x sky130_fd_sc_hd__clkdlybuf4s50_1. The number of filler cells placed in the layout is 842.

Global route
Across every metal layer, demand over resource in global routing totals 0.0489. The via count of the first global-routing pass is 1093. The pin count of the biggest net entering global routing is 22.

The total overflow reported by the global router is 0. The initial antenna violation count is 0. The first-pass GRT wire length is 5.22 mm.

Placed design
The count of buffers added on input and output ports is 12. Setup slack on the worst path after placement came out at around 1.4 ns. Detailed placement finished with a half-perimeter wire length of 2.14 mm. At the end of routability-driven placement, the weighted congestion stood at 0.746.

Worst hold path
Counting instances, the worst hold path has a depth of 1. The tightest min-delay check is of the reg -> reg type.

Floorplanning
The core footprint is 0.00813 mm^2. The vertical extent of the die is 111 um. The die span in x is between 100 and 150 um. The I/O pin count is 13. The report lists the number of standard-cell rows as 33.

In the floorplan report the effective utilization is 0.200. The chip occupies 0.0123 mm^2.

Flow run
Max-cap violations in this run came to 0. The number of logged tool warnings is 28.

Status
The run finished with clean final reports.

Power and ir drop
The maximum ir drop on the vdd rail is 266 uV. The static leakage power is 0.731 nW. Total power normalized to cell area comes to ~680 mW/mm^2.
==> worst min-delay path by stage <==
stage	endpoint	slack [ns]	start
6_report	r_clk_counter[0]$_DFF_PP0_	0.47	r_clk_counter[0]$_DFF_PP0_
4_1_cts	r_clk_counter[0]$_DFF_PP0_	0.47	r_clk_counter[0]$_DFF_PP0_
5_1_grt	r_clk_counter[0]$_DFF_PP0_	0.49	r_clk_counter[0]$_DFF_PP0_
==> worst max-delay path, stage by stage, from the launching register on <==
cell and delay [ns]:
sky130_fd_sc_hd__dfrtp_1 0.41, sky130_fd_sc_hd__inv_1 0.08, sky130_fd_sc_hd__ha_1 0.23, sky130_fd_sc_hd__or2_2 0.30
sky130_fd_sc_hd__clkdlybuf4s50_1 0.41
==> cell usage after synthesis, drive strengths merged, types with 3 or more instances <==
library cell and n:
or2 3, dfrtp 21, o211ai 3, mux2 8
nand3 8, nor3 5, a21oi 6, ha 6
nor4 3, xnor2 7, edfxtp 10, nand2 8
nor2 17, inv 9, xor2 3
==> area by class of cell <==
class | instances | area (um^2) | area share
Tap cell | 105 | 131 | 0.0667
Inverter | 9 | 33.8 | 0.0172
Sequential cell | 31 | 826 | 0.419
Clock inverter | 3 | 38.8 | 0.0197
Timing Repair Buffer | 13 | 128 | 0.0648
Clock buffer | 5 | 68.8 | 0.0349
Multi-Input combinational cell | 106 | 743 | 0.377
==> cells by family after synthesis <==
logic type	count (synthesis)
and+or+nand+nor	53
adders and majority gates	6
AOI/OAI and AO/OA	26
other	1
DFF	31
muxes	8
buffers and inverters	13
xor gates and xnor gates	10
==> layer usage <==
layer | routed length (um) | vias up | global-route usage
met5 | 0 | - | 0
met2 | 1390 | 17 | 0.0778
met1 | 1350 | 552 | 0.0641
met3 | 167 | 4 | 0.0153
met4 | 54 | 0 | 0.00955
li1 | - | 566 | -
==> metrics by stage <==
stage / power, mW / cells / area [um^2] / util / hold slack, ns
floorplan: 0.899 / 150 / 1630 / - / 0.430
global placement: 1.02 / 264 / 1860 / 0.229 / 0.449
detailed placement: 1.02 / 264 / 1860 / 0.229 / 0.458
CTS: 1.36 / 272 / 1970 / 0.242 / 0.468
global route: 1.45 / 272 / 1970 / 0.242 / 0.494
finish: 1.34 / 272 / 1970 / 0.242 / 0.466
==> power breakdown <==
group / total, mW / switching [mW] / internal (mW) / leakage [nW]
combinational: 0.474 / 0.231 / 0.243 / 0.303
sequential: 0.536 / 0.0439 / 0.492 / 0.373
clock: 0.330 / 0.128 / 0.202 / 0.0556
Power and IR drop assume default switching activity.
